==> flow/design.v <==
module glue(
    input [23:0] tdata_i,
    input tlast_i,tuser_i,tvalid_i,
    output tready_i,
    output [31:0] tdata_o,
    output tlast_o,tuser_o,tvalid_o,
    input tready_o,
    input clk,rstn
);
reg[31:0] tdata;
reg tready,tlast,tuser,tvalid; 
assign tlast_o = tlast;
assign tuser_o = tuser;
assign tvalid_o = tvalid;
assign tready_i = tready;
assign tdata_o = tdata;
always@(posedge clk or negedge rstn) begin
    if (~rstn) begin
        tdata <= {32{1'b0}};
        tready <= 1'b0;
        tlast <= 1'b0;
        tuser  <= 1'b0;
        tvalid <= 1'b0;
    end    
    else begin
        tdata [23:0] <= tdata_i [23:0];
        tready <= tready_o;
        tlast <= tlast_i;
        tuser <= tuser_i;
        tvalid <= tvalid_i;
    end
end
endmodule
==> flow/run.sh <==
#!/bin/bash
# OpenROAD 26Q1-2900-gdf79404cd8, Yosys 0.63+post, stock flow scripts
make -C /OpenROAD-flow-scripts/flow DESIGN_CONFIG=/design/flow/config.mk WORK_HOME=/design/flow/orfs finish
==> flow/config.mk <==
export PLATFORM = sky130hd
export DESIGN_NAME = glue
export DESIGN_NICKNAME = glue
export VERILOG_FILES = /design/flow/design.v
export SDC_FILE = /design/flow/constraint.sdc
export NUM_CORES = 4
export LEC_CHECK = 1
export CORE_AREA = 10 10 83 83
export DIE_AREA = 0 0 93 93
==> flow/constraint.sdc <==
current_design glue

set clk_period 1.0
set clk_io_pct 0.2

create_clock -name clk0 -period $clk_period [get_ports {clk}]

set non_clock_inputs [all_inputs -no_clocks]
set_input_delay [expr $clk_period * $clk_io_pct] -clock clk0 $non_clock_inputs
set_output_delay [expr $clk_period * $clk_io_pct] -clock clk0 [all_outputs]
==> impl_metrics.env <==
# yosys + openroad results
export IMPL_total_leakage_power_nw=0.607
export IMPL_fp_util_pct=14.9
export IMPL_grt_use_total_pct=5.48
export IMPL_p_per_area_nw_per_um2=1490
export IMPL_xor_share_pct=0
export IMPL_wl_met3_um=314
export IMPL_ys_warnings_count=1
export IMPL_drt_pre_antenna_iters=2
export IMPL_timing_critical_path_from="tdata[1]$_DFF_PN0_"
export IMPL_design_power_total_w=0.00195
export IMPL_ys_sh_aoi_pct=0
export IMPL_fp_coreArea_um2=5140
export IMPL_topCellsByArea="sky130_fd_sc_hd__dfrtp_1 (92%), sky130_fd_sc_hd__buf_4 (7.9%), sky130_fd_sc_hd__conb_1 (0.49%)"
export IMPL_hold_viol_final=0
export IMPL_post_synthesis_sequential_area_ratio_pct=91.7
export IMPL_first_iter_violations=3
export IMPL_rsz_0062_raised_after_global_routing="false"
export IMPL_layout_area_overhead_vs_synth_pct=71.4
export IMPL_cell_area_after_synthesis_um2=764
export IMPL_antenna_diodes=0
export IMPL_timing_max_transition_violations_final=0
export IMPL_n_fill_cell=569
export IMPL_utilization_pct=25.5
export IMPL_irDropWorstVdd_v=0.000423
export IMPL_critPathTopFamily="flip-flops"
export IMPL_power_frac_comb_pct=10.0
export IMPL_final_worst_path_cycle_share_pct=94.9
export IMPL_worst_ep_arrival_time_ns=0.75
export IMPL_fa_ha_area_share_pct=0
export IMPL_yosys_area_um2=764
export IMPL_slowest_stage="sky130_fd_sc_hd__dfrtp_1"
export IMPL_mean_cell_area_of_the_mapped_netlist_um2=20.7
export IMPL_clock_fmax_ghz=1.05
export IMPL_cts_buffers=3
export IMPL_critical_path_depth=1
export IMPL_stdcell_area_um2=1310
export IMPL_clk_pin_slew_worst_paths_ns=0.08
export IMPL_warning_count=25
export IMPL_min_delay_path_class="in2async"
export IMPL_count_of_hold_fix_buffers_inserted_at_cts=0
export IMPL_detail_route_wirelength_met1_um=821
export IMPL_layout_cells_most_common_list="sky130_fd_sc_hd__clkdlybuf4s50_1 (29), sky130_fd_sc_hd__buf_2 (28), sky130_fd_sc_hd__dfrtp_1 (28), sky130_fd_sc_hd__conb_1 (8), sky130_fd_sc_hd__clkbuf_8 (3)"
export IMPL_globalplace_congestion=0.732
export IMPL_remaining_drc_errors=0
export IMPL_grt_max_degree=29
export IMPL_cts_max_path_buffers=2
export IMPL_crit_type="reg2out"
export IMPL_min_period_ns=0.949
export IMPL_power_frac_seq_pct=61.5
export IMPL_port_buffer_count=57
export IMPL_detailroute_wirelength_met2_um=1290
export IMPL_largest_area_contributor_in_the_netlist="sky130_fd_sc_hd__dfrtp_1"
export IMPL_endpoint_kind="output port"
export IMPL_post_route_cells_drive_above_1_share_pct=33.0
export IMPL_setup_violations_final=0
export IMPL_post_cts_resize_count=87
export IMPL_cp_required_ns=0.80
export IMPL_dp_hpwl_um=2160
export IMPL_tritoncts="built"
export IMPL_ys_seq_elements=28
export IMPL_detail_route_wl_per_cell_um=14.5
export IMPL_overflow=0
export IMPL_topCombFamilyByArea="buffers and inverters"
export IMPL_via_count=475
export IMPL_wl_um=2430
export IMPL_setup_tns_ns=0
export IMPL_floorplan_die_height_um=93
export IMPL_sw_frac_of_total_pct=18.1
export IMPL_first_global_vias=567
export IMPL_antenna_found_initial=0
export IMPL_synth_cells=37
export IMPL_timing_critical_path_buf_inv=1
export IMPL_seqCellArea_um2=701
export IMPL_clock_tree_root_cell="sky130_fd_sc_hd__clkbuf_8"
export IMPL_drt_vias_per_instance=2.84
export IMPL_critPathMaxFanout=1
export IMPL_number_of_clock_sinks=28
export IMPL_power_frac_clock_pct=28.5
export IMPL_route_top_layer_used="met3"
export IMPL_ios=66
export IMPL_netSwitchingPower_w=0.000353
export IMPL_fp_row_count=26
export IMPL_final_antenna_net_count=0
export IMPL_logic_area_um2=30.0
export IMPL_placement_cell_area_um2=1410
export IMPL_worstPathCellList="buf_2"
export IMPL_cts_htree_levels=1
export IMPL_destination_of_the_critical_timing_path="tdata_o[1]"
export IMPL_fp_dieArea_um2=8650
export IMPL_maxCapViolations=0
export IMPL_synthSimpleGateAreaFrac_pct=0
export IMPL_first_pass_grt_wire_length_um=3540
export IMPL_fin_hold_ws_ns=0.291
export IMPL_die_size_x_um=93
export IMPL_cts_setup_buffers=0
export IMPL_status="finished, final reports clean"
export IMPL_number_of_cells_in_the_yosys_synthesis_report=37
export IMPL_internal_power_w=0.00160
export IMPL_synth_cell_type_count=3
export IMPL_synthMuxAreaShare_pct=0
export IMPL_layout_cells_most_common="sky130_fd_sc_hd__clkdlybuf4s50_1"
export IMPL_critical_path_max_stage_delay_ns=0.37
export IMPL_synth_top_area_share_pct=91.7
export IMPL_crit_path_start_kind="register"
==> logic make-up (layout without fill, tap and decap cells) <==
logic type	after synthesis	count (layout)
DFF	28	28
buffers and inverters	8	61
other	1	8
==> per-layer routing <==
metal,vias to the layer above,GRT usage [%]
li1,214,-
met5,-,0
met1,228,5.14
met2,33,10.2
met3,0,3.31
met4,0,0.514
==> final cells by class <==
| type | count | area share, % |
|---|---|---|
| multi-input combinational | 8 | 2.29 |
| timing repair buffer | 58 | 34.4 |
| tap | 70 | 6.69 |
| clock buffer | 3 | 3.15 |
| sequential | 28 | 53.5 |
==> cell usage after synthesis <==
cell type and number:
sky130_fd_sc_hd__conb_1 1, sky130_fd_sc_hd__dfrtp_1 28, sky130_fd_sc_hd__buf_4 8
==> flip-flops by register name (all words and copies together), names as in the netlist <==
name / count
tready: 1
tlast: 1
tdata: 24
tuser: 1
tvalid: 1
==> worst min-delay path by stage <==
stage / from / end / slack, ns / depth (start not counted)
CTS: rstn / tdata[21]$_DFF_PN0_ / 0.29 / 2
finish: rstn / tdata[21]$_DFF_PN0_ / 0.29 / 2
global route: rstn / tdata[21]$_DFF_PN0_ / 0.30 / 2
==> power groups by stage <==
stage                 clock network [W]  logic, W  registers (W)
after CTS                      0.000593  0.000207        0.00120
after global routing           0.000641  0.000218        0.00121
final                          0.000557  0.000195        0.00120
==> metrics by stage <==
| stage | setup slack, ns | std cells |
|---|---|---|
| final | 0.0512 | 167 |
| after global placement | 0.00500 | 164 |
| after floorplan | 0.488 | 44 |
| after CTS | 0.0289 | 167 |
| after global routing | 0.0105 | 167 |
| after detailed placement | -0.00338 | 164 |
Power figures rest on the tool's default switching activity, not on a simulated workload.
